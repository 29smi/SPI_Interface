### design/flow/constraint.sdc
current_design proj9_top

set clk_period 150.1
set clk_io_pct 0.2

create_clock -name clk0 -period $clk_period [get_ports {SCLK}]

set non_clock_inputs [all_inputs -no_clocks]
set_input_delay [expr $clk_period * $clk_io_pct] -clock clk0 $non_clock_inputs
set_output_delay [expr $clk_period * $clk_io_pct] -clock clk0 [all_outputs]
### design/flow/run.sh
#!/bin/bash
# OpenROAD 26Q1-2900-gdf79404cd8, Yosys 0.63+post, stock flow scripts
make -C /OpenROAD-flow-scripts/flow DESIGN_CONFIG=/design/flow/config.mk WORK_HOME=/design/flow/orfs finish
### design/flow/design.v
`timescale 1ns / 1ps
module proj9_top(
	input wire  SCLK,
	input wire  MOSI,
	input wire  CSN,
	input wire  rst_n,
	output wire MISO,
	output wire MISO_enable		     
);
   wire [15:0]	reg_read_data;   
   wire [7:0]	reg_addr;   
   wire [15:0]	reg_write_data;
   wire	        reg_write_enable;
   wire		reg_read_enable;
   wire         rst_n_syn;
   spi_interface cmd_interface(			       
		.SCLK(SCLK),
		.MOSI(MOSI),
		.CSN(CSN),
		.rst_n(rst_n_syn),
		.reg_read_data(reg_read_data),
		.MISO(MISO),
		.MISO_enable(MISO_enable),
		.reg_addr(reg_addr),
		.reg_write_data(reg_write_data),
		.reg_write_enable(reg_write_enable),
		.reg_read_enable(reg_read_enable)
	);
   register_array regi_modu(
		.clk(SCLK),
		.rst_n(rst_n_syn),
		.reg_addr(reg_addr),
		.reg_write_data(reg_write_data),
		.reg_write_enable(reg_write_enable),
		.reg_read_enable(reg_read_enable),
		.reg_read_data(reg_read_data)
   );
   rst_syn reset_s(
		.clk(SCLK),
		.rst_n(rst_n),
		.rst_n_syn(rst_n_syn)
   );
endmodule  
`timescale 1ns / 1ps
module register_array(
    input wire clk,
    input wire rst_n,
    input wire [7:0] reg_addr,
    input wire [15:0] reg_write_data,
    input wire reg_write_enable,
    input wire reg_read_enable,
    output reg [15:0] reg_read_data
);
reg [15:0] reg_read_data_next;
reg [15:0] reg_array_next[0:255];
reg [15:0] reg_array[0:255];
integer i;
integer j;
always @(posedge clk or negedge rst_n)
begin
    if(rst_n == 1'b0) begin
        for(i = 0; i < 256; i = i + 1) begin
            reg_array[i] <= 16'b0;
        end
        reg_read_data <= 16'b0;
    end else begin
        for(i = 0; i < 256; i = i+1) begin
            reg_array[i] <= reg_array_next[i];
        end
        reg_read_data <= reg_read_data_next;
    end
end
always @(*) 
begin
    reg_read_data_next = reg_read_data;
    for(j = 0; j < 256; j = j+1) begin
        reg_array_next[j] = reg_array[j];
    end
    if(reg_write_enable) begin
        reg_array_next[reg_addr] = reg_write_data;
    end
    if(reg_read_enable) begin
        reg_read_data_next = reg_array_next[reg_addr];
    end
end
endmodule
`timescale 1 ns / 1 ps 
module rst_syn(
    input wire clk,
    input wire rst_n,
    output reg rst_n_syn
);
reg out1;
always @(posedge clk or negedge rst_n)
begin
    if(rst_n == 0) begin
        out1 <= 1'b0;
        rst_n_syn <= 1'b0;
    end else begin
        out1 <= 1'b1;
        rst_n_syn <= out1;
    end
end
endmodule
`timescale 1ns / 1ps
module spi_interface(
	input wire	       SCLK,
	input wire	       MOSI,
	input wire	       CSN,
	input wire	       rst_n,
	input wire [15:0]  reg_read_data,
	output reg	       MISO,
	output reg	       MISO_enable,
	output reg [7:0]   reg_addr,
	output reg [15:0]  reg_write_data,
	output reg	       reg_write_enable,
	output reg         reg_read_enable
);
	reg [15:0]			   spi_shift_reg_current;
	reg [2:0]			   state_current;
	reg [5:0]			   bit_count_current;
	reg				       reg_rw_current;   
	reg				       MISO_pos_edge;
	reg				       MISO_enable_pos_edge;
	reg [3:0]              counter;
	reg [15:0]			   spi_shift_reg_next;			       
	reg [2:0]			   state_next;
	reg [5:0]			   bit_count_next;
	reg				       reg_rw_next;
	reg [7:0]			   reg_addr_next;
	reg [15:0]			   reg_write_data_next;
	reg				       reg_write_enable_next;
	reg				       reg_read_enable_next;
	reg				       MISO_next;
	reg				       MISO_enable_next;
	reg [3:0]              counter_next;
	parameter [2:0] S0_IDLE          = 3'd0;
	parameter [2:0] S1_RW            = 3'd1;
	parameter [2:0] S2_8_REG_ADDR    = 3'd2;
	parameter [2:0] S3_DUMMY_STATE   = 3'd3;  
    parameter [2:0] S4_READ          = 3'd4;
	parameter [2:0] S5_REG_DATA      = 3'd5;
	parameter [2:0] S6_DUMMY_STATE   = 3'd6;
    always @(posedge SCLK or negedge rst_n)
    begin
		if (rst_n == 1'b0) begin
			state_current         <= S0_IDLE;
			spi_shift_reg_current <= 15'h0000;
			bit_count_current     <= 6'd33;
			reg_rw_current        <= 1'b0;
			reg_addr              <= 8'h00;
			MISO_pos_edge         <= 1'b0;
			MISO_enable_pos_edge  <= 1'b0;
			reg_write_data        <= 16'h0000;
			reg_write_enable      <= 1'b0;
			reg_read_enable       <= 1'b0;
			counter               <= 4'b0;
		end else begin
			state_current         <= state_next;
			spi_shift_reg_current <= spi_shift_reg_next;
			bit_count_current     <= bit_count_next;
			reg_rw_current        <= reg_rw_next;
			reg_addr              <= reg_addr_next;
			MISO_pos_edge         <= MISO_next;
			MISO_enable_pos_edge  <= MISO_enable_next;
			reg_write_data        <= reg_write_data_next;
			reg_write_enable      <= reg_write_enable_next;
			reg_read_enable       <= reg_read_enable_next;
			counter               <= counter_next;
		end
    end  
    always @(negedge SCLK or negedge rst_n)
    begin
		if (rst_n == 1'b0) begin
			MISO                  <= 1'b0;
			MISO_enable           <= 1'b0;
		end else begin
			MISO                  <= MISO_pos_edge;
			MISO_enable           <= MISO_enable_pos_edge;
		end
    end  
    always @(*)
    begin
		spi_shift_reg_next = {spi_shift_reg_current[14:0], MOSI};
    end
    always @(*)
    begin
		state_next            = state_current;
		bit_count_next        = bit_count_current;
		reg_rw_next           = reg_rw_current;
		reg_addr_next         = reg_addr;
		MISO_next             = 1'b0;
		MISO_enable_next      = 1'b0;
		reg_write_data_next   = reg_write_data;
		reg_write_enable_next = 1'b0;
		reg_read_enable_next  = 1'b0;
		counter_next          = counter;
		case(state_current)
			S0_IDLE: 
			begin
				if (CSN == 1'b0) begin
					state_next     = S1_RW;
					bit_count_next = bit_count_current - 1'b1;
				end
			end
			S1_RW:
			begin
				reg_rw_next    = spi_shift_reg_current[0];
				state_next     = S2_8_REG_ADDR;
				bit_count_next = bit_count_current - 1'b1;
			end
			S2_8_REG_ADDR: 
			begin
				bit_count_next = bit_count_current - 1'b1;
				if(bit_count_current == 6'd24) begin
					reg_addr_next = spi_shift_reg_current[7:0];
					state_next = S3_DUMMY_STATE;
				end
			end
			S3_DUMMY_STATE:
			begin
				bit_count_next = bit_count_current - 1'b1;
				counter_next = 4'd15;
				if(reg_rw_current == 1'b1) begin
					reg_write_enable_next = 1'b1;
					if(bit_count_current == 6'd19) begin
						state_next = S5_REG_DATA;
					end
				end
				if(reg_rw_current == 1'b0) begin
					reg_read_enable_next = 1'b1;
					if(bit_count_current == 6'd21) begin
						state_next = S4_READ;
					end
				end
			end
			S4_READ:
			begin
				reg_read_enable_next = 1'b1;
				MISO_enable_next = 1'b1;
				counter_next = counter - 1;
				MISO_next = reg_read_data[counter];
				bit_count_next = bit_count_current - 1'b1;
				if (counter == 4'd0) begin
					state_next = S6_DUMMY_STATE;
				end
			end
			S5_REG_DATA: 
			begin
				reg_write_enable_next = 1'b1;
				bit_count_next = bit_count_current - 1'b1;
				if (bit_count_current == 6'd3) begin
					state_next = S6_DUMMY_STATE;    
					reg_write_data_next = spi_shift_reg_current[15:0];
				end
			end
			S6_DUMMY_STATE : begin
				bit_count_next = bit_count_current - 1'b1;
				if(bit_count_current == 6'd0) begin
					state_next = S0_IDLE;
					bit_count_next = 6'd33;
				end
			end
		endcase  
    end  
endmodule  
### design/flow/config.mk
export PLATFORM = sky130hd
export DESIGN_NAME = proj9_top
export DESIGN_NICKNAME = proj9_top
export VERILOG_FILES = /design/flow/design.v
export SDC_FILE = /design/flow/constraint.sdc
export NUM_CORES = 4
export LEC_CHECK = 1
export CORE_UTILIZATION = 30
==> deck_impl_summary.md <==
Flow Results at a Glance

Status
  • Status: complete, but fails checks
  • Failing checks: antenna violations, max-capacitance violations, max-slew violations

Synthesis
  • Top cell area share: 0.552
  • Syn_area_per_cell: around 11 um2
  • Syn Inst Count: approximately 18k
  • Mapped Area: 189000 um2
  • Seq/Total Area, Yosys: 0.553
  • Mux share: 0.128
  • Flops after synth: 4178
  • Largest family of logic cells by area: AND-OR/OR-AND gates
  • Xor/xnor share: 0.000371
  • Dominant cell type by area after synthesis: dfrtp_1
  • Post-Synth AOI/OAI Area: 0.153
  • Yosys simple share: 0.130
  • Share of flip-flops with an asynchronous set or reset: 1.00
  • Unique cell types: 110
  • Ys cells: between 15k and 20k
  • Number of synthesized flops with an enable pin: 0
  • Ys flop type: dfrtp_1
  • Yosys stat area: between 150000 and 200000 um2
  • Cell area leaders: dfrtp_1, mux2_2, nand2_1, o21ai_0, clkbuf_1
  • Number of synthesis warnings: 5
  • Adders+Majority by Area: 0.000331

Setup path
  • Crit-path max FO: 1
  • CP peak stage delay: 0.45 ns
  • Critical Path RT: roughly 120 ns
  • CP cell instances: clkdlybuf4s50_1
  • Critical Path AT: 76.96 ns
  • Worst path slowest cell: clkdlybuf4s50_1
  • Worst path bufs/invs: 1
  • Crit path max-delay family: buffers and inverters
  • Worst Setup End Kind: output pin
  • CP Class: reg2out
  • Worst setup SP type: register

Clocking
  • Insertion delay to the later sink of the worst-skew pair: between 1 and 1.5 ns
  • CTS Hold Buffers Added: 0
  • Clk root buf: clkbuf_16
  • Clock-pin slew on the worst setup and hold paths: 0.06 ns
  • Post-CTS Setup Inserts: 0
  • Bufs on Longest Clock Path: 4
  • Num Clock Sinks: around 4.2k
  • Total CTS buffers: roughly 450
  • CTS tree: yes
  • CTS H-tree lvls: 5
  • Post-cts gate resize count: 0

Die
  • Die height: slightly below 800 um
  • Pre-Place Util: 0.301
  • Cell row count: 291
  • Die ar.: approximately 630000 um2
  • CORE AREA: between 600000 and 700000 um2
  • Chip width: 796 um
  • I/O pin cnt: 6

Timing
  • Setup_tns: 0 ns
  • Hold WS: 0.284 ns
  • Slew margin rel.: -0.400
  • # setup viols final: 0
  • Worst-Margin Slew: about 2.1 ns
  • RSZ-0062 raised after global routing: no
  • Hold Fails Final Rpt: 0
  • Final setup margin: roughly 43 ns
  • Clock Skews: ~0.19 ns
  • Max-slew violations: 33

Final layout
  • Fin cells: ~28k
  • Util after Layout: 0.362
  • Design area: between 200000 and 250000 um2
  • Share of cells above drive strength 1: 0.273
  • Area delta synth->final: 20.1%

Power
  • Pwr Total: roughly 4.6 mW
  • Worst vdd ir: 13.2 uV
  • Power Density: a little over 20 nW/um2
  • Leakage: 102 nW

Worst hold path
  • Hold Crit Class: reg2async

Routing
  • Routed vias/inst: 6.98
  • DRT antenna net count: 1
  • DRC viols: 0
  • Via count: between 150k and 200k
  • DR iter-0 viols: ~27k
  • Final WL: 1570000 um
  • DR WL/cell: ~56 um
  • Drt pass-1 iters: 13

Global routing
  • GRT Residual Overflow: 0
  • Largest net degree at the start of global routing: 136
  • Vias in the first global route: between 150k and 200k
  • GRT Overall Usage: 0.508
  • First-pass GRT wire length: 1980000 um
  • Initial antenna violation count: 448

Flow run
  • Max Cap Viol: 13
  • Tool warnings: just over 80

Place
  • Hpwl dp: 1070000 um
  • Dpl cell area: ~210000 um2
  • # port buffers: 5
  • GP Congestion: ~1.3
  • Dpl ws: ~44 ns
  • Post-placement cell count: around 26k
## where the power goes
part	switching [mW]	internal (mW)
logic	1.43	0.433
clock network	0.523	0.662
registers	0.113	1.44
## registers in the layout, indices dropped and copies added (netlist names)
name and flops:
regi_modu.reg_array 4096, cmd_interface.reg_write_data 16, cmd_interface.spi_shift_reg_current 16, regi_modu.reg_read_data 16, cmd_interface.reg_addr 8, cmd_interface.state_current 7, cmd_interface.bit_count_current 6, cmd_interface.counter 4
cmd_interface.MISO 1, cmd_interface.MISO_enable 1, cmd_interface.MISO_enable_pos_edge 1, cmd_interface.MISO_pos_edge 1, cmd_interface.reg_read_enable 1, cmd_interface.reg_rw_current 1, cmd_interface.reg_write_enable 1, reset_s.out1 1
reset_s.rst_n_syn 1
## per-layer routing
layer,part of all wire,track usage
met5,0.012,0.357
met4,0.13,0.470
met3,0.20,0.476
met2,0.35,0.586
met1,0.30,0.487
## logic make-up (layout without fill, tap and decap cells)
| group | count (synthesis) | count (layout) |
|---|---|---|
| multiplexers | 2159 | 2159 |
| buffers and inverters | 1693 | 2683 |
| AND-OR/OR-AND | 4450 | 4450 |
| AND/OR/NAND/NOR | 5361 | 5361 |
| flip-flops | 4178 | 4178 |
| adder cells (fa/ha/maj) | 5 | 5 |
| other | 1 | 928 |
| XOR/XNOR | 8 | 8 |
## cell type report
class	instances	area, um2
clock inverters	166	2240
clock buffers	653	13100
flip-flops and latches	4178	105000
inverters	117	509
multi-input cells	12000	80500
fillers	60200	401000
well taps	8350	10400
diodes	927	2320
repair buffers	1747	13400
## final timing paths
kind / from / to / slack (ns) / depth (start not counted)
worst max-delay path: cmd_interface.MISO_enable / MISO_enable / 43.12 / 1
worst min-delay path: reset_s.rst_n_syn / regi_modu.reg_array[114][11] / 0.28 / 0
worst max register to register: reset_s.rst_n_syn / cmd_interface.MISO / 74.38 / 0
worst min register to register: reset_s.rst_n_syn / regi_modu.reg_array[114][11] / 0.28 / 0
max in group asynchronous: reset_s.rst_n_syn / cmd_interface.MISO / 74.38 / 0
min in group clk0: reset_s.out1 / reset_s.rst_n_syn / 0.35 / 0
## placed cells by master, fill, tap and decap left out, types with 67 or more instances in the layout
cell type,instances
clkinv_2,87
nor2_2,197
a32oi_1,122
a221oi_1,116
mux2i_1,68
a22o_1,291
a211oi_1,86
dfrtp_1,4147
nor2_1,264
o21ai_0,1943
a21oi_1,385
inv_1,101
nand3_1,290
mux2_2,2067
clkbuf_8,102
and2_1,140
o211ai_1,75
a32o_1,73
nor3_1,109
nand2_1,3286
diode_2,927
clkbuf_16,453
and3_1,104
a22oi_1,666
clkbuf_1,98
a221o_1,67
buf_4,1714
nand4_1,247
## Yosys cell counts (24+ instances only)
cell type,instances
inv_1,115
or3_1,37
nor4b_1,45
o2111ai_1,36
a221o_1,68
a211o_1,36
buf_2,106
clkbuf_1,1386
a31oi_1,64
nand4b_1,39
nor3_1,138
dfrtp_1,4173
a32o_1,73
a211oi_1,98
a22o_1,291
nand3_1,327
nor4_1,102
and4b_1,36
mux2i_1,68
a221oi_1,123
and2_1,141
nor4bb_1,25
o22ai_1,41
nand2b_1,33
a21boi_0,37
or4_1,48
o211ai_1,75
nand2_1,3296
a21oi_1,392
or4b_1,24
o21ai_0,1952
and3_1,107
buf_1,72
a32oi_1,122
a22oi_1,667
nor2_1,497
o21ai_1,36
nand4_1,247
a21o_1,40
and4_1,58
mux2_2,2067
a2111oi_0,75
No activity file was given, so power comes from the tool's default toggle rates.
